--- flow/config.mk ---
export PLATFORM = sky130hd
export DESIGN_NAME = SRAM_128_12
export DESIGN_NICKNAME = SRAM_128_12
export VERILOG_FILES = /design/flow/design.v
export SDC_FILE = /design/flow/constraint.sdc
export NUM_CORES = 4
export LEC_CHECK = 1
export CORE_UTILIZATION = 30
--- flow/constraint.sdc ---
current_design SRAM_128_12

set clk_period 37.0
set clk_io_pct 0.2

create_clock -name clk0 -period $clk_period [get_ports {CE}]

set non_clock_inputs [all_inputs -no_clocks]
set_input_delay [expr $clk_period * $clk_io_pct] -clock clk0 $non_clock_inputs
set_output_delay [expr $clk_period * $clk_io_pct] -clock clk0 [all_outputs]
--- flow/design.v ---
module SRAM_128_12 (A,CE,WEB,OEB,CSB,I,O);
input 				CE;
input 				WEB;
input 				OEB;
input 				CSB;
input 	[6:0] 		A;
input 	[11:0] 	I;
output 	[11:0] 	O;
reg    	[11:0]   	memory[127:0];
reg  	[11:0]	data_out1;
reg 	[11:0] 	O;
wire 				RE;
wire 				WE;
and u1 (RE, ~CSB,  WEB);
and u2 (WE, ~CSB, ~WEB);
always @ (posedge CE) 
	if (RE)
		data_out1 = memory[A];
	else 
	   if (WE)
		memory[A] = I;
always @ (data_out1 or OEB)
	if (!OEB) 
		O = data_out1;
	else
		O =  12'bz;
endmodule
--- flow/run.sh ---
#!/bin/bash
# OpenROAD 26Q1-2900-gdf79404cd8, Yosys 0.63+post, stock flow scripts
make -C /OpenROAD-flow-scripts/flow DESIGN_CONFIG=/design/flow/config.mk WORK_HOME=/design/flow/orfs finish
==> metrics.cfg <==
[outcome]
status = complete, no violations

[clocking]
post_cts_buffers = 0
cts_resized = 0
insertion_delay_ps = 780
clock_sinks = 1548
cts_buffer_depth = 3
cts_buffers = 146
cts_tree = done
cts_hold_repair.buffers = 0
cts.clk_slew.worst_paths_ps = 60
root_buffer = clkbuf_16
h-tree-depth = 4

[grt]
gr-total-overflow = 0
met3_usage = 0.139
met2_usage = 0.266
busiest_layer = met2
met1_usage = 0.207
track_usage = 0.183
grt_pass1_wl_um = 252000
antenna_found_initial = 7
grt_pass1_vias = 36400
grt_max_degree = 103

[logic_synthesis]
ys_warn_count = 2
edf_count = 1548
synth_area_leader_cell = edfxtp_1
synth_cell_types = 63
seq_area_frac_synth = 0.774
synth_area_sq_um = 60000
synth_flop_count = 1548
yosysCellCount = 3536
ys_area_sq_um = 60000
top_cell_area_share = 0.774
syn_inst = 3536
synthesis.area_per_instance_sq_um = 17.0
ys.flop_type = edfxtp_1
ys_async_sr_fraction = 0
ys_top_cells_by_area = edfxtp_1 77%, a221oi_1 3.5%, a22oi_1 3.1%

[setup_path]
critPathKind = in -> reg
path_max_fanout = 45
worstPathArrival_ps = 12180
start_kind = input port
crit_required_ps = 37520
crit_path_end_kind = register

[placed_design]
dpl.hpwl_um = 105000
io_buffers = 33
gp_congestion = 0.954

[floorplan]
rows = 163
core_sq_um = 198000
die_w_um = 449
die_area_sq_um = 202000
ioPinCount = 35
die_h_um = 449
initial_core_util = 0.303

[power_and_ir_drop]
power.density_nw_per_um2 = 52.4
peakVddDrop_mv = 0.0404
power.total_mw = 3.60
leakagePower_nw = 21.0

[final_timing]
tightest_slew_ps = 1130
rsz0062_at_grt = no
finalClockSkew_ps = 13.7
hold_viol = 0
period_used_share = 0.315
min_period_ps = 11660
slew_headroom = 0.243
slew_violations = 0
tns_ps = 0
finalSetupViolations = 0
fmax_ghz = 0.0858

[detailed_routing]
vias = 34900
first_pass_iters = 7
wl_um = 175000
antenna_left = 0
wl_per_cell_um = 27.2
drc_errors = 0
drtIter0Drc = 2513
routed_via_density = 5.41

[run]
cap_viol_max_count = 0
warnings = 29

[cells_and_area]
final_cell_mix = 1548 x edfxtp_1, 250 x buf_4, 244 x a22oi_1, 243 x nor2_1, 243 x a221oi_1
final_common_cell = edfxtp_1
drive_above_1_share = 0.170
syn_to_final_growth_pct = 14.4

[min_path]
hold_path.class = reg -> reg

## layer usage
layer  vias up  wire [um]
met5         -        532
met4        14       7590
met3       375      29200
met2      2260      78600
met1     17400      59100
li1      14900          -
## power by group
part           total [mW]  internal [mW]  leakage (nW)  switching [mW]
Combinational       0.213         0.0545          4.86           0.158
Clock                1.45          0.821          2.21           0.629
Sequential           1.93           1.93          13.9        0.000979
## path summary, 6_finish.rpt
path	start	to	slack [ps]	cells after the start
setup reg to reg	memory[3][4]$_DFFE_PP_	data_out1[4]$_DFFE_PP_	33930	7
hold / removal	memory[40][5]$_DFFE_PP_	data_out1[5]$_DFFE_PP_	1010	5
hold reg to reg	memory[40][5]$_DFFE_PP_	data_out1[5]$_DFFE_PP_	1010	5
setup / recovery	A[0]	data_out1[7]$_DFFE_PP_	25340	11
## final cells by class
cell class                      count  area, sq um
Fill cell                       18200       129000
Sequential cell                  1548        46500
Multi-Input combinational cell   1714        12200
Clock buffer                      196         3970
Tap cell                         2640         3300
Timing Repair Buffer              273         2130
Clock inverter                     64          561
Inverter                            7         30.0
Antenna cell                        1         2.50
## critical path: stages
cell and delay (ps):
buf_8 300, buf_4 570, buf_4 570, nor2b_4 470
buf_4 640, a22oi_1 130, o22ai_1 250, a21oi_1 170
a31oi_1 850, o21ai_0 210, o2bb2ai_1 440
## state kept, by name (all words and copies together), names as in the netlist
register / cells
memory: 1536
data_out1: 12
## metrics by stage
step	hold WS, ps	area (sq um)	instances	utilization	worst slack (ps)
after floorplan	694	60000	3536	-	26980
after global placement	972	64200	6182	0.324	24900
after global routing	1060	68700	6443	0.347	25240
after CTS	1010	68700	6442	0.347	25660
after detailed placement	980	64200	6182	0.324	24850
final	1010	68700	6443	0.347	25340
## cells in the mapped netlist, types with 3 or more instances
library cell,n
mux2_2,123
nand2b_1,5
buf_1,17
nor2b_1,19
nor3_1,8
a22oi_1,244
and2_1,3
o311ai_0,4
mux2i_1,46
a221oi_1,243
a31oi_1,9
o211ai_1,8
o2111ai_1,7
a21oi_1,227
o21ai_1,9
a311o_1,5
a221oi_2,16
inv_1,4
nor2_1,245
clkbuf_1,82
o21ai_0,127
o221ai_1,37
buf_4,30
a211oi_1,11
buf_6,17
a22o_1,13
edfxtp_1,1548
nor4_1,3
mux2_4,8
buf_2,121
nand2_1,119
mux2_1,11
o22ai_1,60
nand3_1,20
mux4_2,30
nand4_1,3
o2bb2ai_1,3
o22a_1,13
## cells by family after synthesis
logic type | Yosys count | synth area share
AOI/OAI and AO/OA | 1059 | 0.126
and+or+nand+nor | 437 | 0.0303
muxes | 218 | 0.0461
buffers and inverters | 274 | 0.0237
DFF | 1548 | 0.774
Power figures rest on the tool's default switching activity, not on a simulated workload.
