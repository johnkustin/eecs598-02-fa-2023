[flow/run.sh]
#!/bin/bash
# OpenROAD 26Q1-2900-gdf79404cd8, Yosys 0.63+post, stock flow scripts
make -C /OpenROAD-flow-scripts/flow DESIGN_CONFIG=/design/flow/config.mk WORK_HOME=/design/flow/orfs finish
[flow/constraint.sdc]
current_design mod2

set clk_period 12.4
set clk_io_pct 0.2

create_clock -name clk0 -period $clk_period [get_ports {clock}]

set non_clock_inputs [all_inputs -no_clocks]
set_input_delay [expr $clk_period * $clk_io_pct] -clock clk0 $non_clock_inputs
set_output_delay [expr $clk_period * $clk_io_pct] -clock clk0 [all_outputs]
[flow/config.mk]
export PLATFORM = sky130hd
export DESIGN_NAME = mod2
export DESIGN_NICKNAME = mod2
export VERILOG_FILES = /design/flow/design.v
export SDC_FILE = /design/flow/constraint.sdc
export NUM_CORES = 4
export LEC_CHECK = 1
export CORE_UTILIZATION = 30
[flow/design.v]
module mod2 #(
    parameter IN_W = 19,  
    parameter OUT_W = 3  
    ) ( 
    input clock,
    input reset,
    input wire valid_in,
    input signed [IN_W-1:0] in,  
    output wire signed [OUT_W-1:0] out,  
    output wire signed [IN_W-1:0] out_scaled,
    output wire valid_out
);
reg signed [IN_W-1:0] inp, v_scaled;  
reg signed [IN_W:0] yy;  
reg signed [IN_W:0] e, reg1, reg2;  
reg signed [OUT_W-1:0] v;  
reg valid_internal;
localparam V_SCALING = (IN_W - OUT_W - 1 - 1);  
localparam signed YY_FS = 1 <<< V_SCALING;
always @(*) begin  
        yy = inp - (reg1 <<< 1) + reg2; 
        if (yy >= 0) begin
            if (yy >= YY_FS) v = 3'd3; 
            else v = 3'd1;  
        end   
        else begin  
            if (-yy >= YY_FS) v = $signed(-3'd3);
            else v = $signed(-3'd1);
        end  
        v_scaled = v <<< V_SCALING;  
        e = yy - v_scaled;
end
assign out = v;
assign out_scaled = v_scaled;
assign valid_out = valid_internal;
always @(posedge clock) begin
        if (reset) begin
            reg2 <= 0; reg1<= 0; inp <= 0; valid_internal <= 0;
        end
        else begin
            valid_internal <= valid_in;
            inp <= in;
            reg2 <= reg1; 
            reg1 <= -e;
        end
end
endmodule
==> impl_metrics.yaml <==
# yosys + openroad results
clock_tree:
  cts_setup_buffers: 0
  cts_tree: "built"
  cts_made_buffers: 9
  path_clk_slew_ps: 50
  clk_root_buffer_cell: "clkbuf_16"
  clock-sinks: 60
  cts_buffer_depth: 2
  cts-resized-gates: 0
  htree_levels: 3
  insertion_delay_ps: 320
  hold_buffers: 0
worst_hold_path:
  hold_class: "reg2reg"
global_routing:
  grt_pass1_wl_mm: 12.2
  overflow: 0
  grt_usage: 0.112
  antenna_found_initial: 0
  grt_pass1_vias: 2751
  grt_start_max_net_pins: 63
placed_design:
  hpwl_mm: 4.93
  dp_cells: 638
  io_buffers: 28
  pre_cts_ws_ps: 5360
  routabilityCongestion: 0.878
route:
  antenna-diode-count: 0
  wl_per_cell_um: 10.5
  drt-total-wl_mm: 6.84
  vias: 2891
  drcViolationCount: 0
  drt_iter0_markers: 60
  viasPerCell: 4.42
  first_pass_iters: 4
  ant_nets: 0
timing:
  fmax_mhz: 135
  fin_skew_ps: 5.77
  maxSlewHeadroom: 0.533
  hold_viol_final: 0
  period_used_share: 0.599
  fin_crit_ps: 7420
  setup_viol: 0
  setup_tns_ps: 0
  whs_ps: 448
  rsz0062_at_grt: "no"
  worst_slack_ps: 4980
  max_slew.worst_pin.slew_ps: 683
  slew_viol_final: 0
layout:
  drive_gt1_frac: 0.0643
  num-fill-cells: 1272
  area_growth_syn_to_layout_pct: 16.7
  fin_cells: 654
setup_path:
  cp_max_fo: 5
  cp-start-kind: "flip-flop"
  arrival_ps: 4940
  crit_type: "reg2out"
  crit_required_ps: 9920
  cp-end-kind: "output port"
  r2r_slack_ps: 7170
status:
  status: "completed"
synthesis:
  synthArstFlopShare: 0
  yosysTopAreaCellShare: 0.303
  ff_type: "dfxtp_1"
  syn_area_per_cell_um2: 8.73
  top_cells_by_area: "dfxtp_1 (30%), fa_1 (9.1%), ha_1 (7.9%)"
  yosysCellCount: 454
  mappedNetlistArea_mm2: 0.00396
  synth_cell_types: 62
  synth-edff-count: 0
  ys_seq_frac: 0.303
  ys_area_mm2: 0.00396
  syn_inst: 454
  synth-seq-cells: 60
  synth.largest_area_cell: "dfxtp_1"
  synth_warnings: 1
floorplanning:
  die_h_um: 117
  dieWidth_um: 117
  chipArea_mm2: 0.0137
  fp-utilization: 0.310
  num_io_pins: 45
  rows: 41
  fp.coreArea_mm2: 0.0128
run:
  warnings: 27
  max-cap-violations: 0
through the flow:
step | cell area [um^2] | util
finish | 4630 | 0.362
global route | 4630 | 0.362
CTS | 4630 | 0.362
detailed placement | 4320 | 0.338
global placement | 4320 | 0.338
floorplan | 4020 | -
sequential cells by signal, summed over array words and instances (netlist names):
signal and flops:
reg1 20, reg2 20, inp 19, valid_internal 1
cell usage after synthesis, drive strengths merged (4+ instances only):
master	instances
dfxtp	60
clkbuf	10
fa	18
ha	25
xnor2	20
nor3	8
o21ai	9
a21o	10
o211ai	4
buf	21
nor2b	44
inv	77
nand3	7
a21oi	20
nor4	4
o21a	5
and3	6
nor2	28
xor2	9
nand2	16
cell families (layout without fill, tap and decap cells):
| logic type | Yosys count | in the layout | synth area share |
|---|---|---|---|
| simple gates | 137 | 137 | 0.196 |
| buf+inv | 108 | 122 | 0.122 |
| compound gates | 74 | 74 | 0.136 |
| flops | 60 | 60 | 0.303 |
| fa+ha+maj | 43 | 43 | 0.170 |
| xor+xnor | 29 | 29 | 0.0688 |
| other cells | 2 | 16 | 0.00189 |
| mux | 1 | 1 | 0.00253 |
critical path: stages (launching register included):
cell             delay, ps
dfxtp_1                310
inv_1                   50
fa_1                   530
inv_1                   40
ha_1                   360
nor2b_4                160
o21a_1                 170
or3_1                  340
a211oi_1               380
nand2_1                180
nor4b_1                530
nand3_1                200
or2_1                  280
a311o_1                320
a2bb2oi_1              250
clkdlybuf4s50_1        520
cells in the final DEF, fill, tap and decap left out, drive strengths merged, types with 2 or more instances in the layout:
cell	n
a211oi	2
a21o	10
a21oi	20
a221o	2
a311o	2
and2	3
and3	6
buf	2
clkbuf	12
clkdlybuf4s50	27
clkinv	2
conb	16
dfxtp	60
fa	18
ha	25
inv	77
nand2	16
nand2b	2
nand3	7
nand4	2
nor2	28
nor2b	44
nor3	8
nor3b	3
nor4	4
o211ai	4
o21a	5
o21ai	9
o31ai	3
o41ai	2
or2	3
or3	3
or4b	3
xnor2	20
xor2	9
per-layer routing:
metal,GRT usage,part of all wire,vias to the layer above,wire [um]
li1,-,-,1493,-
met1,0.163,0.49,1352,3360
met2,0.178,0.45,37,3090
met3,0.0257,0.044,9,304
met4,0.0118,0.011,0,78
met5,0,0,-,0
final cells by class:
cell class | instances | area (um^2) | share of cell area
clock buffers | 12 | 256 | 0.0555
well taps | 172 | 215 | 0.0465
multi-input cells | 300 | 2330 | 0.504
repair buffers | 29 | 283 | 0.0611
flip-flops and latches | 60 | 1200 | 0.260
inverters | 77 | 289 | 0.0625
clock inverters | 4 | 47.5 | 0.0103
final timing paths:
check	depth (start not counted)	to	startpoint
setup / recovery	15	out_scaled[15]	inp[2]
hold / removal	1	reg2[19]	reg1[19]
setup reg to reg	18	reg1[18]	inp[2]
hold reg to reg	1	reg2[19]	reg1[19]
